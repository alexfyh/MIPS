$ cat config.mk
export PLATFORM = sky130hd
export DESIGN_NAME = control
export DESIGN_NICKNAME = control
export VERILOG_FILES = /design/flow/design.v
export SDC_FILE = /design/flow/constraint.sdc
export NUM_CORES = 4
export LEC_CHECK = 1
export CORE_AREA = 10 10 70 70
export DIE_AREA = 0 0 80 80
$ cat constraint.sdc
current_design control

set clk_period 2.0
set clk_io_pct 0.2

create_clock -name clk0 -period $clk_period

set non_clock_inputs [all_inputs -no_clocks]
set_input_delay [expr $clk_period * $clk_io_pct] -clock clk0 $non_clock_inputs
set_output_delay [expr $clk_period * $clk_io_pct] -clock clk0 [all_outputs]
$ cat design.v
`timescale 1ns / 1ps
module control(
    input [5:0] instruction,
    output reg RegDst,
    output reg Branch,
    output reg MemRead,
    output reg MemtoReg,
    output reg [1:0]ALUOp,
    output reg MemWrite,
    output reg ALUSrc,
    output reg RegWrite
    );
    always@(*)
    begin
        case(instruction)
            6'b000000:       
                begin
                RegDst  = 1'b1;
                ALUSrc  = 1'b0;
                MemtoReg= 1'b0;
                RegWrite= 1'b1;
                MemRead = 1'b0;
                MemWrite= 1'b0;
                Branch  = 1'b0;
                ALUOp   =2'b10;
                end      
            6'b100011:       
                begin
                RegDst  = 1'b0;
                ALUSrc  = 1'b1;
                MemtoReg= 1'b1;
                RegWrite= 1'b1;
                MemRead = 1'b1;
                MemWrite= 1'b0;
                Branch  = 1'b0;
                ALUOp   =2'b00;
                end
            6'b101011:       
                begin
                RegDst  = 1'b0;      
                ALUSrc  = 1'b1;
                MemtoReg= 1'b0;      
                RegWrite= 1'b0;
                MemRead = 1'b0;
                MemWrite= 1'b1;
                Branch  = 1'b0;
                ALUOp   =2'b00;
                end
            6'b000100:       
                begin
                RegDst  = 1'b0;      
                ALUSrc  = 1'b0;
                MemtoReg= 1'b0;      
                RegWrite= 1'b0;
                MemRead = 1'b0;
                MemWrite= 1'b0;
                Branch  = 1'b1;
                ALUOp   =2'b01;
                end
            default:
                begin
                RegDst  = 1'b0;
                ALUSrc  = 1'b0;
                MemtoReg= 1'b0;
                RegWrite= 1'b0;
                MemRead = 1'b0;
                MemWrite= 1'b0;
                Branch  = 1'b0;
                ALUOp   =2'b00;
                end
        endcase
    end
endmodule
$ cat run.sh
#!/bin/bash
# OpenROAD 26Q1-2900-gdf79404cd8, Yosys 0.63+post, stock flow scripts
make -C /OpenROAD-flow-scripts/flow DESIGN_CONFIG=/design/flow/config.mk WORK_HOME=/design/flow/orfs finish
==> impl_metrics.py <==
# Metrics from the implementation run
metrics = {
    "worst_setup_path": {
        "start_kind": "input port",
        "worst-endpoint-arrival_ps": 1530,
        "critPathCaptureType": "primary output",
        "critical_path_class": "input port to primary output",
        "cp.required_ps": 1600,
        "cpPeakStageDelay_ps": 470,
        "cp_common_cell": "buf_4",
        "crit_slowest_cell": "or4_4",
        "crit_chain": "clkdlybuf4s15_2, or4_4, nor3b_4, buf_4, buf_4",
        "crit_fanout": 4,
    },
    "route": {
        "initialDrtViolationCount": 1,
        "drt-total-wl_um": 729,
        "insertedDiodeCount": 0,
        "viasPerCell": 2.329,
        "vias": 191,
        "wl_per_cell_um": 8.890,
        "drc": 0,
        "postRouteAntennaNets": 0,
        "dr.pass1.iters": 3,
    },
    "timing": {
        "tightest_slew_ps": 277.8,
        "slew_violations": 0,
        "rsz0062_at_grt": "false",
        "slew_headroom_pct": 81.48,
        "setup_viol": 0,
        "period_used_pct": 96.52,
        "fin_hold_ws_ps": 1138,
        "hold_viol_final": 0,
        "final.min_clock_period_ps": 1930,
        "max_freq_mhz": 518.0,
        "tns_ps": 0,
    },
    "synthesis": {
        "mux_area_share_pct": 0,
        "aoi_share_pct": 15.00,
        "ys_cells": 13,
        "simple_gate_area_share_pct": 70.00,
        "adder_share_pct": 0,
        "netlist_top_cells_count": "nor3_1 (3), buf_4 (2)",
        "logic_family": "simple AND/OR/NAND/NOR gates",
        "avgSynthCellArea_um2": 7.700,
        "area_leaders": "nor3_1 (15%), a2111oi_2 (15%), buf_4 (15%), nor3b_2 (13%), or4_4 (11%)",
        "synth_area_um2": 100.1,
        "xor_area_share_pct": 0,
        "ys_types": 10,
        "ys_warn_count": 1,
        "synth_cells": 13,
        "ys_seq_share_pct": 0,
        "post-synth-top-count-cell": "nor3_1",
        "top_area_share_pct": 15.00,
        "ys_chip_area_um2": 100.1,
        "synth_area_leader_cell": "nor3_1",
    },
    "finish": {
        "seqCellArea_um2": 0,
        "final_cells": 82,
        "syn2layout_area_growth_pct": 280.0,
        "final_area_um2": 380.4,
        "layout-drive-gt1-share_pct": 69.44,
        "final_util_pct": 11.14,
        "design.seq.count": 0,
        "clkbuf_count": 0,
    },
    "min_path": {
        "hold_class": "input port to primary output",
        "whs_path_depth": 4,
        "worstHoldStart": "instruction[4]",
        "hold_end": "RegWrite",
    },
    "pwr": {
        "leakage_nw": 0.2004,
        "vdd.ir_drop.worst_mv": 0.02880,
        "p_per_area_nw_per_um2": 97.36,
    },
    "placed_design": {
        "io_buffer_count": 15,
        "place.gp.congestion": 0.8106,
        "place_area_um2": 330.3,
        "placed_cells": 77,
        "hpwl_um": 614.5,
    },
    "run": {
        "drv_cap": 0,
        "tool_warnings": 32,
    },
    "global_routing": {
        "grt_first_pass_wirelength_um": 1131,
        "grt_overflow": 0,
        "grtUsageTotal_pct": 2.240,
        "antenna_found_initial": 0,
        "grt_pass1_vias": 191,
        "grt_start_max_net_pins": 6,
    },
    "floorplanning": {
        "ios": 15,
        "rows": 21,
        "chipArea_um2": 6400,
        "floorplan.core_util_pct": 2.930,
        "die_w_um": 80,
        "die_height_um": 80,
        "coreArea_um2": 3416,
    },
    "clocking": {
        "hold_buffers": 0,
    },
    "run_status": {
        "outcome": "finished, final reports clean",
    },
}
==> routing by layer <==
metal / GRT usage [%] / vias to the layer above / share of wire (%)
li1: - / 97 / -
met1: 3.164 / 88 / 47
met2: 3.451 / 6 / 46
met3: 0.6818 / 0 / 7.1
met4: 0 / 0 / 0
met5: 0 / - / 0
==> what timing repair did <==
| action | CTS | global route |
|---|---|---|
| hold endpoints to repair | 0 | 0 |
| pin swaps | 5 | 3 |
| endpoints found under the setup margin | 9 | 6 |
| buffers inserted | 6 | 0 |
| gates resized | 34 | 9 |
==> layout make-up <==
class                           instances  area (µm²)
Fill cell                             404        3035
Multi-Input combinational cell         11       111.4
Tap cell                               46       57.56
Timing Repair Buffer                   25       211.5
==> worst max-delay path, delay by kind of cell <==
kind,cells,cell delay (ps)
buf+inv,3,440
simple gates,2,700
==> worst max-delay path by stage <==
stage	startpoint	end	slack, ps
final	instruction[5]	ALUOp[0]	70
after CTS	instruction[4]	ALUOp[1]	1
after global routing	instruction[5]	RegWrite	20
==> power by group <==
group	total [W]	switching, W	leakage, nW	internal (W)
Sequential	0	0	0	0
Combinational	0.0000370	0.0000151	0.200	0.0000219
Clock	0	0	0	0
Total	0.0000370	0.0000151	0.200	0.0000219
==> cells by family (layout without fill, tap and decap cells) <==
group / count (synthesis) / in the layout
simple gates: 10 / 10
buf+inv: 2 / 25
compound gates: 1 / 1
==> layout by cell type, fill, tap and decap left out <==
cell and instances:
nor2_1 1, nor3_2 3, or3_1 1, buf_6 3, dlygate4sd2_1 3, clkdlybuf4s15_2 1
nand3_1 1, clkbuf_2 2, buf_4 9, buf_2 3, nand4b_1 1, nor3b_4 1
clkdlybuf4s15_1 1, a2111oi_2 1, or4_4 1, nor3b_2 1, dlymetal6s2s_1 3
==> per-stage QoR <==
stage	worst slack, ps	total power (W)
CTS	1.406	0.00003601
detailed placement	-620.6	0.00003500
global route	16.98	0.00003993
finish	69.58	0.00003703
floorplan	391.0	0.000005394
global placement	-604.6	0.00003456
Power and IR drop assume default switching activity.
