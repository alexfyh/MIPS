==> flow/design.v <==
`timescale 1ns / 1ps
module top(
    input clk,
    input reset,
    input enable,
    input [31:0] pc_con_salto,
    input salto,
    output[31:0] pc_output
    );
    reg [31:0] program_counter;
    wire [31:0] pc_sin_salto,pc_input;
    always@(posedge clk)
    begin
        if(enable)
        begin
            program_counter<=pc_input;
        end
    end
    assign pc_output = program_counter;
    assign pc_sin_salto= program_counter+4;
    assign pc_input=salto?pc_con_salto:pc_sin_salto;
endmodule
==> flow/run.sh <==
#!/bin/bash
# OpenROAD 26Q1-2900-gdf79404cd8, Yosys 0.63+post, stock flow scripts
make -C /OpenROAD-flow-scripts/flow DESIGN_CONFIG=/design/flow/config.mk WORK_HOME=/design/flow/orfs finish
==> flow/config.mk <==
export PLATFORM = sky130hd
export DESIGN_NAME = top
export DESIGN_NICKNAME = top
export VERILOG_FILES = /design/flow/design.v
export SDC_FILE = /design/flow/constraint.sdc
export NUM_CORES = 4
export LEC_CHECK = 1
export CORE_AREA = 10 10 110 110
export DIE_AREA = 0 0 120 120
==> flow/constraint.sdc <==
current_design top

set clk_period 5.3
set clk_io_pct 0.2

create_clock -name clk0 -period $clk_period [get_ports {clk}]

set non_clock_inputs [all_inputs -no_clocks]
set_input_delay [expr $clk_period * $clk_io_pct] -clock clk0 $non_clock_inputs
set_output_delay [expr $clk_period * $clk_io_pct] -clock clk0 [all_outputs]
==> results.toml <==
# yosys + openroad results
[logic_synthesis]
top_area_share_pct = 48.2
synth_top_cell_by_area = "sky130_fd_sc_hd__edfxtp_1"
synth-edff-count = 32
synth.avg_cell_area_um2 = 9.63
netlist-cell-type-count = 38
ys_chip_area_um2 = 1990
ys_flops = 32
synth.cell_area_um2 = 1990
ys_seq_share_pct = 48.2
postSynth.asyncResetShare_pct = 0
synth.yosys.warnings = 1
ys_dominant_reg_cell = "sky130_fd_sc_hd__edfxtp_1"
yosys_cells = 207
yosys-top-cells-area = "sky130_fd_sc_hd__edfxtp_1 (48%), sky130_fd_sc_hd__o21ai_0 (5.3%), sky130_fd_sc_hd__xnor2_1 (5.3%)"
syn-instance-count = 207

[final_timing]
timing.slew.headroom_pct = 56.5
timing.final.setup_violations = 0
final-max-slew-violation-count = 0
skew_ps = 11.5
final-hold-violation-count = 0
setup_slack_ps = 2450
timing_worst_slew_pin_value_ps = 652
achievable-frequency_mhz = 351
rsz_0062_raised_after_global_routing = "false"
fin_crit_ps = 2850
setup-tns-final_ps = 0
layout_worst_path_cycle_share_pct = 53.8

[global_routing]
grt_pass1_vias = 1820
gr-total-overflow = 0
groute.usage.overall_pct = 8.39
grt_first_pass_wirelength_um = 9840
grt_start_max_net_pins = 32
initial_antenna_violation_count = 0

[setup_path]
reg2reg_slack_ps = 2600
arrival_ps = 2890
critPathLaunchType = "input port"
setup.worst_path.class = "input port to flip-flop"
critical_path_buf_inv_count = 2
critical_path.slowest_cell = "sky130_fd_sc_hd__clkdlybuf4s50_1"
worst_reg2reg_path_endpoint = "program_counter[31]$_DFFE_PP_"
crit_fanout = 21
required_ps = 5340
crit-reg2reg-launch = "program_counter[6]$_DFFE_PP_"
critical-path-top-delay-family = "buffers and inverters"
max_stage_delay_ps = 840
timing.reg2reg.worst_path_depth = 4
ordered_list_of_cells_on_the_worst_path = "clkdlybuf4s50_1 > inv_1 > o311a_1 > a221o_1"
endpoint_kind = "flip-flop"

[final_layout]
reg.largest.list = "program_counter: 32 flops"
layout.cells.most_common = "sky130_fd_sc_hd__clkdlybuf4s50_1"
final_cell_area_um2 = 2870
largest_reg_flops = 32
final_layout_top_logic_cells = "sky130_fd_sc_hd__clkdlybuf4s50_1 (66), sky130_fd_sc_hd__edfxtp_1 (32), sky130_fd_sc_hd__nand2_1 (25)"
sequential_cell_area_um2 = 961
layout_utilization_pct = 29.4
layout-area-overhead-vs-synth_pct = 44.2
layout-drive-gt1-share_pct = 6.25
registers.top_by_ff_count = "program_counter"
fillerInstances = 1033
logic_area_um2 = 970

[worst_hold_path]
timing.hold.worst_endpoint = "program_counter[2]$_DFFE_PP_"
hold_path_depth = 1
worstHoldPathType = "flip-flop to flip-flop"
hold_path_startpoint = "program_counter[2]$_DFFE_PP_"

[pwr]
p_total_uw = 625
p_leak_nw = 0.907
vdd_drop_max_v = 0.0000694
power_per_cell_area_nw_per_um2 = 218

[drt]
vias_per_cell = 4.47
drt_first_iter_violations = 131
insertedDiodeCount = 0
remaining_drc_errors = 0
route.vias.total = 1810
wl_um = 5990
ant_nets = 0
detailedRoute.firstPassIterationCount = 4
post_drt_wl_per_cell_um = 14.8

[clock_tree]
tritoncts.num_buffers = 5
clkSlewWorstSetupHoldPaths_ps = 80
htreeDepth = 2
cts-hold-fix-buffers = 0
clock_tree_from_tritoncts = "yes"
postCtsSetupRepairBufs = 0
cts_root_buf = "sky130_fd_sc_hd__clkbuf_8"
clock-sinks = 32
clk-insertion-delay-late_ps = 280
post_cts.resized_instances = 0
max-clock-path-buffers = 2

[floorplanning]
core_area_um2 = 9770
floorplan.rows = 36
io_pins = 68
chipWidth_um = 120
initCoreUtil_pct = 20.4
dieHeight_um = 120
floorplan.die_area_um2 = 14400

[placed_design]
port-buffer-count = 66
detail_placement_hpwl_um = 4400
placement.cell_area_um2 = 2790
pre_cts_slack_ps = 2120
finalWeightedCongestion = 0.815

[run]
warnings = 26
count_of_maximum_capacitance_violations = 0

[outcome]
run_status = "completed"
-- worst reg2reg max path, cell delays in order, from the launching register on --
cell	delay, ps
sky130_fd_sc_hd__edfxtp_1	440
sky130_fd_sc_hd__nand3_1	430
sky130_fd_sc_hd__or4_1	830
sky130_fd_sc_hd__or3_1	420
sky130_fd_sc_hd__a221o_1	330
-- metrics by stage --
| stage | hold WS (ps) | std cells |
|---|---|---|
| final | 693 | 405 |
| after global routing | 731 | 405 |
| after CTS | 692 | 405 |
| after detailed placement | 673 | 397 |
| after global placement | 655 | 397 |
| after floorplan | 600 | 207 |
-- how the worst max path moves through the flow --
stage | from | end | slack [ps] | cells after the start
global route | salto | program_counter[23]$_DFFE_PP_ | 2310 | 4
finish | salto | program_counter[23]$_DFFE_PP_ | 2450 | 4
CTS | salto | program_counter[23]$_DFFE_PP_ | 2430 | 4
-- cells by family after synthesis --
| logic type | share of synthesized area (%) |
|---|---|
| XOR/XNOR | 6.15 |
| AND-OR/OR-AND | 12.4 |
| adder cells (fa/ha/maj) | 0.628 |
| flip-flops | 48.2 |
| buffers and inverters | 3.14 |
| AND/OR/NAND/NOR | 28.9 |
| multiplexers | 0.565 |
-- synth_stat cells (2+ instances only) --
cell and n:
sky130_fd_sc_hd__a31oi_1 9, sky130_fd_sc_hd__or4_1 6, sky130_fd_sc_hd__nand2_1 25, sky130_fd_sc_hd__o21ai_0 21, sky130_fd_sc_hd__inv_1 5, sky130_fd_sc_hd__or3_2 2
sky130_fd_sc_hd__and4_1 3, sky130_fd_sc_hd__xnor2_1 12, sky130_fd_sc_hd__nand4_1 5, sky130_fd_sc_hd__o31ai_1 3, sky130_fd_sc_hd__or3_1 4, sky130_fd_sc_hd__clkbuf_1 9
sky130_fd_sc_hd__buf_2 2, sky130_fd_sc_hd__nor4_1 5, sky130_fd_sc_hd__or4b_2 2, sky130_fd_sc_hd__nor2_1 14, sky130_fd_sc_hd__xor2_1 2, sky130_fd_sc_hd__and2_1 4
sky130_fd_sc_hd__nor3_1 6, sky130_fd_sc_hd__a221o_1 2, sky130_fd_sc_hd__nor2b_1 2, sky130_fd_sc_hd__edfxtp_1 32, sky130_fd_sc_hd__and3_1 3, sky130_fd_sc_hd__nand3_1 15
-- area by class of cell --
type / count / area share, %
clock buffer: 5 / 2.39
timing repair buffer: 68 / 23.5
sequential: 32 / 33.4
inverter: 5 / 0.653
tap: 133 / 5.79
multi-input combinational: 159 / 33.7
clock inverter: 3 / 0.479
-- metal layers --
| metal | up-vias | global-route usage (%) | part of all wire [%] |
|---|---|---|---|
| met4 | 0 | 0.980 | 0.32 |
| met3 | 2 | 2.62 | 6.6 |
| met2 | 49 | 12.3 | 45 |
| met5 | - | 0 | 0 |
| met1 | 839 | 12.4 | 48 |
| li1 | 920 | - | - |
-- report_power, final --
group	internal, mW	total [mW]	switching (mW)
sequential	0.303	0.330	0.0263
clock	0.0892	0.183	0.0940
combinational	0.0728	0.113	0.0398
