--- flow/run.sh ---
#!/bin/bash
# OpenROAD 26Q1-2900-gdf79404cd8, Yosys 0.63+post, stock flow scripts
make -C /OpenROAD-flow-scripts/flow DESIGN_CONFIG=/design/flow/config.mk WORK_HOME=/design/flow/orfs finish
--- flow/config.mk ---
export PLATFORM = sky130hd
export DESIGN_NAME = alu
export DESIGN_NICKNAME = alu
export VERILOG_FILES = /design/flow/design.v
export SDC_FILE = /design/flow/constraint.sdc
export NUM_CORES = 4
export LEC_CHECK = 1
export CORE_UTILIZATION = 30
--- flow/constraint.sdc ---
current_design alu

set clk_period 27.6
set clk_io_pct 0.2

create_clock -name clk0 -period $clk_period

set non_clock_inputs [all_inputs -no_clocks]
set_input_delay [expr $clk_period * $clk_io_pct] -clock clk0 $non_clock_inputs
set_output_delay [expr $clk_period * $clk_io_pct] -clock clk0 [all_outputs]
--- flow/design.v ---
`timescale 1ns / 1ps
module alu(
    input [32-1:0] first_arg,
    input [32-1 :0] second_arg,
    input [4-1:0] operator,
    output reg [32-1:0] result,
    output reg zero
    );
    always@(*)
    begin
        case(operator)
            4'b0000: result = first_arg & second_arg;
            4'b0001: result = first_arg | second_arg;
            4'b0010: result = first_arg + second_arg;
            4'b0110: result = first_arg - second_arg;             
            4'b0111: result = {first_arg - second_arg}>>32;       
            4'b1100: result = ~(first_arg | second_arg);
            default: result = {32{1'b0}};
        endcase
    end
    always@(*)
    begin
        if(operator==4'b0110 && first_arg==second_arg)
            zero = 1'b1;
        else
            zero = 1'b0;
    end
endmodule
==> summary.txt <==
flow finished, numbers: layout clock buffer count=0, largest net degree at the start of global routing=61, CP max stage delay=520 ps, Flop area=0 um2, synthesized area=5010 um2, CTS Hold Bufs=0, Slew Viols, Final=0, drt initial violations=399, die height=131 um, first-pass GRT wire length=26200 um, critical path depth in cells=14, Initial Util=31.1%, final wirelength=15900 um, Setup violations, final=0, slowest CP cell=clkdlybuf4s50_1, remaining global-route overflow=0, area share of the largest cell type after synthesis=26.0%, count of final hold-check violations=0, YS warnings=1, Critical Path Fanout Max=4, Mean Syn Cell Area=6.61 um2, Distinct cells, synth=68, main area contributors=ha_1 (26%), inv_1 (6.9%), nor2_1 (6.4%), o21ai_0 (6.4%), a21oi_1 (5.9%), outcome=finished, final reports clean, Log Warnings=104, worst setup path endpoint=result[20], all-layer global routing usage=18.2%, port bufs=101, I/O Pins=101, CP arrival=9270 ps, # diodes=0, Synth-to-Final Area Change=22.1%, CP Data Required Time=22080 ps, Worst-Margin Slew=724 ps, cells after synthesis=758, Post-route DRC=0, Comb area=4460 um2, GP Congestion=0.964, fill cell count=1725, Core Box Area=16100 um2, Seq cells=0, post_cts resized=0, initial antenna violation count=0, WS Path Type=in -> out, Layout Utilization=38.0%, Hold WC Path Type=in -> out, yosys cell count=758, cell type with the largest total area=ha_1, num rows=46, min cycle time layout=14790 ps, Synth Seq Share=0%, post-DR wirelength/cell=15.3 um, setup TNS=0 ps, Crit. End Element=output port, peak supply drop=8.21 uV, number of global-route vias before repair=5130, CP delay by family, top=AND-OR/OR-AND gates, hpwl dp=12500 um, vias per cell=5.33, crit start category=primary input, Buf/Inv on CP=3, Die Wd=131 um, DIE AREA=17200 um2, Leak Pwr=2.67 nW, CP Cell Sequence=clkdlybuf4s50_1, ha_1, inv_1, fa_1, nor2b_1, o21ai_0, a31oi_1, a21oi_1, o21bai_1, a211oi_1, a211oi_1, xor2_1, o21ai_0, clkdlybuf4s50_1, slew margin rel.=51.7%, Hold Path Depth=7, Max Cap Viol=0, post-CTS setup buffers=0, Antenna Violating Nets Remaining=0, share of cells above drive strength 1=2.56%, number of detailed-route iterations in the first pass=5, Chip Area, Yosys=5010 um2, CP startpoint=second_arg[0], fin crit share=53.6%, vias=5517, f_max=67.6 MHz, RSZ-0062 raised after global routing=false, PwrDens=18.1 nW/um2
## cell families after synthesis
| family | Yosys count | synth area share [%] |
|---|---|---|
| adders and majority gates | 106 | 26.8 |
| AOI/OAI and AO/OA | 266 | 34.8 |
| and+or+nand+nor | 215 | 21.2 |
| xor gates and xnor gates | 29 | 5.07 |
| buffers and inverters | 138 | 11.3 |
| muxes | 4 | 0.824 |
## placed cells by master, fill, tap and decap left out, drive strengths merged, types with 4 or more instances in the layout
cell,count
a221oi,29
a2111oi,4
xor2,6
nand2b,8
ha,104
nand4,8
inv,92
o31ai,10
a21o,11
nor2,86
clkdlybuf4s50,100
o211ai,11
nand2,30
nor2b,12
nor3,24
o22ai,4
o21ai,76
buf,6
a21oi,61
a211oi,13
o21bai,11
nor3b,6
xnor2,23
nor4,12
nand3,14
a31oi,7
## cell usage after synthesis (all sizes together), types with 3 or more instances
master,number
o211ai,11
nor4,12
a21oi,61
nor3b,6
xnor2,23
clkbuf,21
ha,104
o21a,3
nand2,30
o31ai,10
a221oi,29
o21ai,76
buf,24
o21bai,11
o31a,3
nor3,24
mux2i,3
inv,92
a2111oi,4
a31oi,7
nand2b,8
nor2,86
nor2b,12
o22ai,4
nand3,14
a21o,11
nand4,8
or4,3
a211oi,13
a211o,3
xor2,6
## cell type report
| class | instances | area share [%] |
|---|---|---|
| tap | 216 | 4.42 |
| inverter | 93 | 5.71 |
| timing repair buffer | 106 | 17.1 |
| multi-input combinational | 620 | 72.8 |
## per-layer routing
| metal | GRT usage (%) | part of all wire, % | vias to the layer above |
|---|---|---|---|
| li1 | - | - | 2841 |
| met1 | 28.5 | 52 | 2508 |
| met2 | 28.6 | 43 | 160 |
| met3 | 0.747 | 4.3 | 8 |
| met4 | 1.10 | 0.60 | 0 |
| met5 | 0 | 0 | - |
## power by group
group | internal, mW | switching [mW]
clock network | 0 | 0
registers | 0 | 0
logic | 0.0487 | 0.0620
## through the flow
stage	instances	cell area, um2	power, mW	setup WS, ps	hold slack (ps)
2_1_floorplan	758	5010	0.0718	14440	11230
3_3_place_gp	1035	6120	0.110	12890	12250
3_5_place_dp	1035	6120	0.109	12890	12240
4_1_cts	1035	6120	0.110	12870	12240
5_1_grt	1035	6120	0.122	12510	12350
6_report	1035	6120	0.111	12810	12240
## worst min-delay path by stage
stage | start | endpoint
6_report | operator[2] | result[6]
4_1_cts | operator[2] | result[6]
5_1_grt | operator[2] | result[6]
Power figures rest on the tool's default switching activity, not on a simulated workload.
